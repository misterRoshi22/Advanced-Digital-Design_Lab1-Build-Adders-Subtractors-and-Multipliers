### /design/flow/config.mk
export PLATFORM = sky130hd
export DESIGN_NAME = accumulator_add_sub
export DESIGN_NICKNAME = accumulator_add_sub
export VERILOG_FILES = /design/flow/design.v
export SDC_FILE = /design/flow/constraint.sdc
export NUM_CORES = 4
export LEC_CHECK = 1
export CORE_AREA = 10 10 80 80
export DIE_AREA = 0 0 90 90
### /design/flow/run.sh
#!/bin/bash
# OpenROAD 26Q1-2900-gdf79404cd8, Yosys 0.63+post, stock flow scripts
make -C /OpenROAD-flow-scripts/flow DESIGN_CONFIG=/design/flow/config.mk WORK_HOME=/design/flow/orfs finish
### /design/flow/design.v
module accumulator_add_sub(clk, reset_n, add_sub, A, S, overflow, carry);
	input clk, reset_n;
	input add_sub;
	input [7:0] A;
	output [7:0] S;
	output overflow, carry;
	wire VCC, GND, write_en;
	wire V_in, V_out, Cout_in, Cout_out;
	wire [7:0] A_in, A_out, S_in, S_out;
	wire [7:0] mode, A_adder;
	register A_reg(clk, reset_n, write_en, A_in, A_out);
	register S_reg(clk, reset_n, write_en, S_in, S_out);
	adder main_adder(S_out, A_adder, add_sub, S_in, Cout_in);
	overflow_detection_unit odu(A_out, S_out, S_in, V_in);
	d_FF V_FF(clk, reset_n, write_en, V_in, V_out, );
	d_FF C_FF(clk, reset_n, write_en, Cout_in, Cout_out, );
	xor_8bit xor_gates(A_out, mode, A_adder);
	assign VCC = 1'b1;
	assign GND = 1'b0;
	assign write_en = VCC;
	assign A_in = A;
	assign overflow = V_out;
	assign carry = Cout_out;
	assign S = S_out;
	assign mode = {8{add_sub}};
endmodule  
module adder(A, B, Cin, S, Cout);
	input [7:0] A, B;
	input Cin;
	output [7:0] S;
	output Cout;
	wire [6:0] C;
	fa u0(A[0], B[0], Cin, S[0], C[0]);
	fa u1(A[1], B[1], C[0], S[1], C[1]);
	fa u2(A[2], B[2], C[1], S[2], C[2]);
	fa u3(A[3], B[3], C[2], S[3], C[3]);
	fa u4(A[4], B[4], C[3], S[4], C[4]);
	fa u5(A[5], B[5], C[4], S[5], C[5]);
	fa u6(A[6], B[6], C[5], S[6], C[6]);
	fa u7(A[7], B[7], C[6], S[7], Cout);
endmodule  
module d_FF(clk, reset_n, write_en, D, Q, Q_BAR);
	input clk, D;
	input reset_n, write_en;
	output Q, Q_BAR;
	wire D_BAR;
	jk_FF uut(clk, reset_n, write_en, D, D_BAR, Q, Q_BAR);
	not(D_BAR, D);
endmodule  
module fa(A, B, Cin, S, Cout);
	input A, B, Cin;
	output S, Cout;
	wire w0, w1, w2;
	xor(w0, A, B);
	xor(S, w0, Cin);
	and(w1, A, B);
	and(w2, w0, Cin);
	or(Cout, w1, w2);
endmodule  
module jk_FF(clk, reset_n, write_en, S, R, Q, Q_BAR);
	input clk;
	input reset_n, write_en;
	input S, R;
	output Q, Q_BAR;
   reg q;  
   always @ (posedge clk or posedge reset_n) begin
		if(reset_n) begin
			q <= 0;
		end
		else if(write_en) begin
			case ({S,R})  
				2'b00 :  q <= q;  
				2'b01 :  q <= 0;  
				2'b10 :  q <= 1;  
				2'b11 :  q <= ~q;  
			endcase 
		end
	end
	assign Q = q;
	assign Q_BAR = ~q;
endmodule  
module overflow_detection_unit(A, B, S, V);
	input [7:0] A, B, S; 
	output V;
	wire v0, v1;
	wire A_BAR, B_BAR, S_BAR;
	not(A_BAR,A[7]);
	not(B_BAR,B[7]);
	not(S_BAR,S[7]);
	and(v0, A[7], B[7], S_BAR);
	and(v1, A_BAR, B_BAR, S[7]);
	or(V, v0, v1);
endmodule  
module register(clk, reset_n, write_en, d, Q);
	input clk;
	input reset_n, write_en;
	input [7:0] d;
	output [7:0] Q;
	d_FF u0(clk, reset_n, write_en, d[0], Q[0],);
	d_FF u1(clk, reset_n, write_en, d[1], Q[1],);
	d_FF u2(clk, reset_n, write_en, d[2], Q[2],);
	d_FF u3(clk, reset_n, write_en, d[3], Q[3],);
	d_FF u4(clk, reset_n, write_en, d[4], Q[4],);
	d_FF u5(clk, reset_n, write_en, d[5], Q[5],);
	d_FF u6(clk, reset_n, write_en, d[6], Q[6],);
	d_FF u7(clk, reset_n, write_en, d[7], Q[7],);
endmodule  
module xor_8bit(A, B, Y);
	input [7:0] A, B;
	output [7:0] Y;
	xor(Y[0],A[0],B[0]);
	xor(Y[1],A[1],B[1]);
	xor(Y[2],A[2],B[2]);
	xor(Y[3],A[3],B[3]);
	xor(Y[4],A[4],B[4]);
	xor(Y[5],A[5],B[5]);
	xor(Y[6],A[6],B[6]);
	xor(Y[7],A[7],B[7]);
endmodule  
### /design/flow/constraint.sdc
current_design accumulator_add_sub

set clk_period 5.3
set clk_io_pct 0.2

create_clock -name clk0 -period $clk_period [get_ports {clk}]

set non_clock_inputs [all_inputs -no_clocks]
set_input_delay [expr $clk_period * $clk_io_pct] -clock clk0 $non_clock_inputs
set_output_delay [expr $clk_period * $clk_io_pct] -clock clk0 [all_outputs]
==> summary.rpt <==
==== FLOW RESULTS ====
----------------------------------------------------
[STA]
  Crit share post-route ........................ 86.02%
  Max-slew violation total from the final report ........................ 0
  Max-Slew Margin vs Limit ........................ 55.91%
  Worst Clk Skew ........................ 0.0004054 ns
  Achievable clock frequency ........................ 219.4 MHz
  Slew at the pin closest to its max-slew limit ........................ approximately 0.66 ns
  Final setup violating endpoints ........................ 0
  Final total negative setup slack ........................ 0 ns
  Minimum period implied by the final worst setup slack ........................ 4.559 ns
  Unrepaired setup endpoints after global routing ........................ false
  Final hold viol count ........................ 0

[Synth]
  Chip Area, Yosys ........................ 818.3 sq um
  Seq/Total Area, Yosys ........................ 55.05%
  Syn_area_per_cell ........................ 13.64 sq um
  Top-count cell post-synth ........................ dfrtp_1
  Top FF cell, synth ........................ dfrtp_1
  Commonest cells post-synth ........................ dfrtp_1, inv_1, buf_4, fa_1, xnor2_1
  Top post-synthesis cells by area ........................ dfrtp_1, fa_1, buf_4, inv_1, xnor2_1
  Warnings from Yosys ........................ 1
  Largest area contributor in the synthesized netlist ........................ dfrtp_1
  Syn Inst Count ........................ about 60
  Share of async-settable or async-resettable flops after synthesis ........................ 100.0%
  Seq cells post-synth ........................ 18
  Number of standard cells reported by yosys ........................ approximately 60
  Share of Yosys cell area claimed by the top area cell type ........................ 55.05%
  Post-synth tally of flip-flops with integrated enable ........................ 0
  Number of distinct library cell variants in the gate-level netlist after synthesis ........................ 12
  Summed instance area of the synthesized netlist ........................ between 800 and 900 sq um

[GRT]
  Number of antenna violations at the first check in global routing ........................ 0
  Combined global-route utilization of all metal layers ........................ 3.590%
  Aggregate global routing overflow ........................ 0
  Number of global-route vias before repair ........................ 471
  Maximum number of pins on one net before global-route repair ........................ 19
  Wire length of the first global-routing pass ........................ 2346 microns

[Clocking]
  Clock tree from TritonCTS ........................ built
  Largest buffer count on any clock path ........................ 2
  Sink Count ........................ 18
  Cts bufs inserted ........................ 3
  Clock insertion delay at the later pin of the skew report ........................ 0.24 ns
  Post_cts resized ........................ 0
  Number of H-tree branching levels ........................ 1
  CTS clk-pin slew, worst paths ........................ 0.06 ns
  Number of hold buffers added after cts ........................ 0
  Number of buffers inserted by post-CTS setup repair ........................ 0
  CTS Root Buffer Type ........................ clkbuf_8

[Floorplan]
  Die boundary width ........................ roughly 90 microns
  Total number of placement rows ........................ 25
  Die H ........................ 90 microns
  Initial Util ........................ 17.32%
  Number of primary I/O pins ........................ 21
  Full die area ........................ 8100 sq um
  Area of the core ........................ 4723 sq um

[Layout]
  Ratio of cells with drive above 1 in the final layout ........................ under 10%
  Area taken by flip-flops and latches ........................ 450.4 sq um
  Post-route core utilization ........................ 23.15%
  Signed area change from the synthesized netlist to the final layout ........................ 33.64%
  Comb area ........................ 244.0 sq um
  Number of fill cells ........................ 501

[Detailed routing]
  Remaining antenna violation count ........................ 0
  Number of diodes ........................ 0
  Vias per inst ........................ 2.720
  Number of vias in the routed layout ........................ 389
  First-pass iteration count of the detailed router ........................ 2
  Starting DRT DRC Count ........................ 7
  Routed length per instance ........................ 9.028 microns
  Aggregate routed wire length ........................ 1291 microns
  Drc violations ........................ 0

[Hold path]
  Class of the tightest hold or removal check ........................ flip-flop to flip-flop

[Worst setup path]
  Cell depth of the worst flop-to-flop path ........................ 11
  Largest fanout on the critical path ........................ 3
  Setup crit start kind ........................ input pin
  Critical Path RT ........................ 5.43 ns
  FF-to-FF setup slack ........................ between 1.5 and 2 ns
  Capturing point of the worst reg2reg path ........................ V_FF.uut.q$_DFF_PP0_
  Critical path launch point ........................ add_sub
  Setup crit end ........................ V_FF.uut.q$_DFF_PP0_
  Crit end category ........................ flip-flop
  Cell-by-cell listing of the critical path ........................ clkdlybuf4s50_1, xnor2_1, fa_1, fa_1, fa_1, fa_1, fa_1, fa_1, inv_1, fa_1, nand2b_1, o22ai_1
  Cell repeated most along the worst path ........................ fa_1
  Critical setup path kind ........................ input pin to flip-flop
  Crit path arrival time ........................ approximately 4.7 ns
  Crit path largest cell delay ........................ 0.51 ns
  Beginning of the worst register-to-register path ........................ A_reg.u0.uut.q$_DFF_PP0_
  Cell with the largest stage delay on the worst path ........................ clkdlybuf4s50_1

[Pwr]
  LEAKAGE ........................ slightly below 0.0005 uW
  IR drop worst, VDD ........................ 0.2110 mV
  Overall power consumption ........................ 514.1 uW
  Areal power density over the cells ........................ 470.2 nW/um^2

[Run]
  Number of warning messages in the logs ........................ 25
  Number of violations of the max-capacitance limit ........................ 0

[Placement]
  Dpl hpwl ........................ 1148 microns
  Number of I/O port buffers ........................ 20
  Placer congestion estimate ........................ 0.7703

[Run status]
  Result of the run ........................ completed

----------------------------------------------------
==> cells by family after synthesis <==
| kind of cell | Yosys count | share of synthesized area, % |
|---|---|---|
| buf+inv | 23 | 15.14 |
| flops | 18 | 55.05 |
| xor+xnor | 8 | 9.481 |
| fa+ha+maj | 7 | 17.12 |
| simple gates | 2 | 1.223 |
| compound gates | 1 | 0.7650 |
| mux | 1 | 1.223 |
==> power by group <==
group | switching (uW) | leakage, uW | internal (uW)
logic | 78.6 | 0.000242 | 122
registers | 24.6 | 0.000211 | 183
clock network | 40.0 | 0.0000288 | 65.8
==> per-layer routing <==
metal	global-route usage (%)	vias up	wire [microns]
met1	4.053	182	531
li1	-	194	-
met2	5.811	13	622
met4	0.2653	0	0
met3	2.347	0	137
met5	0	-	0
==> how the worst min path moves through the flow <==
| stage | startpoint | to | slack, ns | depth (start not counted) |
|---|---|---|---|---|
| after CTS | A_reg.u0.uut.q$_DFF_PP0_ | S_reg.u0.uut.q$_DFF_PP0_ | 0.49 | 1 |
| after global routing | A_reg.u0.uut.q$_DFF_PP0_ | S_reg.u0.uut.q$_DFF_PP0_ | 0.50 | 1 |
| final | A_reg.u0.uut.q$_DFF_PP0_ | S_reg.u0.uut.q$_DFF_PP0_ | 0.48 | 1 |
==> layout by cell type, fill, tap and decap left out <==
| cell | Yosys | routed |
|---|---|---|
| fa_1 | 7 | 7 |
| nand2_1 | 1 | 1 |
| buf_4 | 8 | 1 |
| xor2_1 | 1 | 1 |
| nand2b_1 | 1 | 1 |
| mux2i_1 | 1 | 1 |
| clkdlybuf4s50_1 | 0 | 20 |
| o22ai_1 | 1 | 1 |
| xor2_2 | 1 | 1 |
| inv_1 | 14 | 14 |
| xnor2_1 | 6 | 6 |
| clkbuf_8 | 0 | 4 |
| dfrtp_1 | 18 | 18 |
==> layout make-up <==
class,count,share of cell area (%)
multi-input cells,19,22.31
well taps,67,7.666
repair buffers,21,18.99
clock buffers,4,5.034
flip-flops and latches,18,41.19
inverters,14,4.805
==> per-stage QoR <==
| stage | cells | hold WS (ns) | setup WS, ns | instance area [sq um] |
|---|---|---|---|---|
| floorplan | 60 | 0.4610 | 0.9342 | 818.3 |
| global placement | 139 | 0.4726 | 0.4845 | 1039 |
| detailed placement | 139 | 0.4772 | 0.4520 | 1039 |
| CTS | 143 | 0.4873 | 0.7183 | 1094 |
| global route | 143 | 0.5030 | 0.5561 | 1094 |
| finish | 143 | 0.4816 | 0.7411 | 1094 |
==> critical path: cells and delay by family <==
family | cells | cell delay (ns)
fa+ha+maj | 7 | 2.73
xor+xnor | 1 | 0.11
buf+inv | 2 | 0.59
simple gates | 1 | 0.10
compound gates | 1 | 0.08
Power figures rest on the tool's default switching activity, not on a simulated workload.
