[config.mk]
export PLATFORM = sky130hd
export DESIGN_NAME = multiplier_8bit_reg
export DESIGN_NICKNAME = multiplier_8bit_reg
export VERILOG_FILES = /design/flow/design.v
export SDC_FILE = /design/flow/constraint.sdc
export NUM_CORES = 4
export LEC_CHECK = 1
export CORE_UTILIZATION = 30
[constraint.sdc]
current_design multiplier_8bit_reg

set clk_period 15.6
set clk_io_pct 0.2

create_clock -name clk0 -period $clk_period [get_ports {clk}]

set non_clock_inputs [all_inputs -no_clocks]
set_input_delay [expr $clk_period * $clk_io_pct] -clock clk0 $non_clock_inputs
set_output_delay [expr $clk_period * $clk_io_pct] -clock clk0 [all_outputs]
[design.v]
module adder(A, B, Cin, S, Cout);
	input [7:0] A, B;
	input Cin;
	output [7:0] S;
	output Cout;
	wire [6:0] C;
	fa u0(A[0], B[0], Cin, S[0], C[0]);
	fa u1(A[1], B[1], C[0], S[1], C[1]);
	fa u2(A[2], B[2], C[1], S[2], C[2]);
	fa u3(A[3], B[3], C[2], S[3], C[3]);
	fa u4(A[4], B[4], C[3], S[4], C[4]);
	fa u5(A[5], B[5], C[4], S[5], C[5]);
	fa u6(A[6], B[6], C[5], S[6], C[6]);
	fa u7(A[7], B[7], C[6], S[7], Cout);
endmodule  
module d_FF(clk, reset_n, write_en, D, Q, Q_BAR);
	input clk, D;
	input reset_n, write_en;
	output Q, Q_BAR;
	wire D_BAR;
	jk_FF uut(clk, reset_n, write_en, D, D_BAR, Q, Q_BAR);
	not(D_BAR, D);
endmodule  
module fa(A, B, Cin, S, Cout);
	input A, B, Cin;
	output S, Cout;
	wire w0, w1, w2;
	xor(w0, A, B);
	xor(S, w0, Cin);
	and(w1, A, B);
	and(w2, w0, Cin);
	or(Cout, w1, w2);
endmodule  
module jk_FF(clk, reset_n, write_en, S, R, Q, Q_BAR);
	input clk;
	input reset_n, write_en;
	input S, R;
	output Q, Q_BAR;
   reg q;  
   always @ (posedge clk or posedge reset_n) begin
		if(reset_n) begin
			q <= 0;
		end
		else if(write_en) begin
			case ({S,R})  
				2'b00 :  q <= q;  
				2'b01 :  q <= 0;  
				2'b10 :  q <= 1;  
				2'b11 :  q <= ~q;  
			endcase 
		end
	end
	assign Q = q;
	assign Q_BAR = ~q;
endmodule  
module logical_and(A, B, Y);
	input [7:0] A;
	input B;
	output [7:0] Y;
	and(Y[0],A[0],B);
	and(Y[1],A[1],B);
	and(Y[2],A[2],B);
	and(Y[3],A[3],B);
	and(Y[4],A[4],B);
	and(Y[5],A[5],B);
	and(Y[6],A[6],B);
	and(Y[7],A[7],B);
endmodule  
module multiplier_8bit(A, B, P);
	input [7:0] A, B;
	output [15:0] P;
	wire [7:0] S[7:0];
	wire [7:0] Y[7:0];
   wire Cout[7:0];
	wire VCC, GND;
	logical_and a0(A, B[0], Y[0]);
	logical_and a1(A, B[1], Y[1]);
	adder p1({1'b0, Y[0][7:1]}, Y[1], GND, S[1], Cout[1]);
	logical_and a2(A, B[2], Y[2]);
	adder p2({Cout[1], S[1][7:1]}, Y[2], GND, S[2], Cout[2]);
	logical_and a3(A, B[3], Y[3]);
	adder p3({Cout[2], S[2][7:1]}, Y[3], GND, S[3], Cout[3]);
	logical_and a4(A, B[4], Y[4]);
	adder p4({Cout[3], S[3][7:1]}, Y[4], GND, S[4], Cout[4]);
	logical_and a5(A, B[5], Y[5]);
	adder p5({Cout[4], S[4][7:1]}, Y[5], GND, S[5], Cout[5]);
	logical_and a6(A, B[6], Y[6]);
	adder p6({Cout[5], S[5][7:1]}, Y[6], GND, S[6], Cout[6]);
	logical_and a7(A, B[7], Y[7]);
	adder p7({Cout[6], S[6][7:1]}, Y[7], GND, S[7], Cout[7]);
	assign VCC = 1'b1;
	assign GND = 1'b0;
	assign P = {Cout[7], S[7][7:0], S[6][0], S[5][0], S[4][0], S[3][0], S[2][0], S[1][0], Y[0][0]};
endmodule  
module multiplier_8bit_reg(clk, reset_n, EA, EB, A, B, P);
	input clk, reset_n;
	input EA, EB;
	input [7:0] A, B;
	output [15:0] P;
	wire VCC, GND;
	wire [7:0] m_A, m_B;
	wire [15:0] m_P;
	wire EP;
	register reg_A(clk, reset_n, EA, A, m_A); 
	register reg_B(clk, reset_n, EB, B, m_B);
	multiplier_8bit mul(m_A, m_B, m_P);
	register_16bit reg_P(clk, reset_n, EP, m_P, P);
	assign VCC = 1'b1;
	assign GND = 1'b0;
	assign EP = VCC;
endmodule  
module register(clk, reset_n, write_en, d, Q);
	input clk;
	input reset_n, write_en;
	input [7:0] d;
	output [7:0] Q;
	d_FF u0(clk, reset_n, write_en, d[0], Q[0],);
	d_FF u1(clk, reset_n, write_en, d[1], Q[1],);
	d_FF u2(clk, reset_n, write_en, d[2], Q[2],);
	d_FF u3(clk, reset_n, write_en, d[3], Q[3],);
	d_FF u4(clk, reset_n, write_en, d[4], Q[4],);
	d_FF u5(clk, reset_n, write_en, d[5], Q[5],);
	d_FF u6(clk, reset_n, write_en, d[6], Q[6],);
	d_FF u7(clk, reset_n, write_en, d[7], Q[7],);
endmodule  
module register_16bit(clk, reset_n, write_en, d, Q);
	input clk;
	input reset_n, write_en;
	input [15:0] d;
	output [15:0] Q;
	d_FF u0(clk, reset_n, write_en, d[0], Q[0],);
	d_FF u1(clk, reset_n, write_en, d[1], Q[1],);
	d_FF u2(clk, reset_n, write_en, d[2], Q[2],);
	d_FF u3(clk, reset_n, write_en, d[3], Q[3],);
	d_FF u4(clk, reset_n, write_en, d[4], Q[4],);
	d_FF u5(clk, reset_n, write_en, d[5], Q[5],);
	d_FF u6(clk, reset_n, write_en, d[6], Q[6],);
	d_FF u7(clk, reset_n, write_en, d[7], Q[7],);
	d_FF u8(clk, reset_n, write_en, d[8], Q[8],);
	d_FF u9(clk, reset_n, write_en, d[9], Q[9],);
	d_FF u10(clk, reset_n, write_en, d[10], Q[10],);
	d_FF u11(clk, reset_n, write_en, d[11], Q[11],);
	d_FF u12(clk, reset_n, write_en, d[12], Q[12],);
	d_FF u13(clk, reset_n, write_en, d[13], Q[13],);
	d_FF u14(clk, reset_n, write_en, d[14], Q[14],);
	d_FF u15(clk, reset_n, write_en, d[15], Q[15],);
endmodule  
[run.sh]
#!/bin/bash
# OpenROAD 26Q1-2900-gdf79404cd8, Yosys 0.63+post, stock flow scripts
make -C /OpenROAD-flow-scripts/flow DESIGN_CONFIG=/design/flow/config.mk WORK_HOME=/design/flow/orfs finish
==> results.ini <==
[pwr]
total_leakage_power_uw = 0.00152
powerDensity_mw_per_mm2 = 196
peakVddDrop_v = 0.0000868

[yosys]
syn_area_per_cell_um2 = 12.2
syn_area_mm2 = 0.00277
synth-edff-count = 0
yosysUniqueCellTypes = 10
yosys_warnings = 2
yosysSeqAreaShare_pct = 28.9
async_reset_ff_share_pct = 100
yosysChipArea_mm2 = 0.00277
synth_area_leader_cell = fa_1
top_cell_area_share_pct = 34.7
yosysCellCount = 227
synth_flops = 32
area_leaders = fa_1 35%, dfrtp_1 29%, and2_1 12%, mux2_4 8.7%, inv_1 5.4%
synthTopCellsByCount = 52 x and2_1, 48 x fa_1, 40 x inv_1
top_cell = and2_1
synthCells = 227
ff_type = dfrtp_1

[place]
portBuffers = 35
pre_cts_ws_ns = 6.30
hpwlAfterDp_um = 3140
place.gp.congestion = 0.744

[global_routing]
grt_pass1_wl_um = 7440
grt.total_usage_pct = 9.88
grt_pass1_vias = 1630
grt.overflow.total = 0
grt_antenna_before_repair = 0
grt_max_degree = 33

[floorplanning]
coreArea_mm2 = 0.00885
ios = 36
dieArea_mm2 = 0.00962
die_w_um = 98.1
fp_util_pct = 31.3
rows = 34
die_h_um = 98.1

[critical_path]
crit_type = reg2reg
critPathMaxFanout = 9
cp_num_buf_inv = 6
cp-end-kind = register
max_stage_delay_ns = 0.54
cp_slowest_cell = fa_1
worst_ep_required_time_ns = 15.78
critPathArrivalTime_ns = 9.41
cp_top_family = adder cells
startpoint_type = register
cpMostUsedCell = fa_1

[clock_network]
cts_tree = yes
htree_levels = 2
postCtsSetupBuffers = 0
clock_latency_ns = 0.28
postCtsHoldBufs = 0
cts-root-buf = clkbuf_8
cts_buffer_depth = 2
cts_buffers = 5
cts_resized = 0
clk_pin_slew_ns = 0.07
clock_sinks = 32

[final_layout]
layout-drive-gt1-share_pct = 9.16
fillers = 880
area_growth_pct = 15.3

[flow_run]
max_cap_violations = 0
warning_count = 25

[final_timing]
hold_violations = 0
skew_ns = 0.00566
tightest_slew_ns = 0.606
slew_headroom_pct = 59.5
setup_viol = 0
slew_viol_final = 0
clock.fmax_ghz = 0.108
postLayoutSetupSlackWorst_ns = 6.37
finalClockPeriodUsage_pct = 59.2
grt_setup_unrepaired = false
totalNegativeSetupSlack_ns = 0
post-route-min-period_ns = 9.23

[routing]
avgRoutedWirePerCell_um = 10.3
drt_pass1_iterations = 14
diodes = 0
wl_um = 3710
drc = 0
first_iter_violations = 24
drtAntennaViolNets = 0
vias = 1459
vias_per_cell = 4.06

[worst_hold_path]
hold_path.class = reg2reg

[status]
status = finished, final reports clean

## worst register-to-register path, stage by stage, from the launching register on
cell and delay, ns:
dfrtp_1 0.47, and2_1 0.20, ha_1 0.18, inv_1 0.06
fa_1 0.16, inv_1 0.05, fa_1 0.37, fa_1 0.47
fa_1 0.44, fa_1 0.47, fa_1 0.44, fa_1 0.47
fa_1 0.54, inv_1 0.05, fa_1 0.40, inv_1 0.07
fa_1 0.43, fa_1 0.45, fa_1 0.38, fa_1 0.38
fa_1 0.38, fa_1 0.38, fa_1 0.39, fa_1 0.48
inv_1 0.05, fa_1 0.43, fa_1 0.49, inv_1 0.04
## routing by layer
layer | share of wire [%] | wire, um | up-vias | global-route usage [%]
met5 | 0 | 0 | - | 0
li1 | - | - | 697 | -
met2 | 47 | 1750 | 37 | 15.5
met1 | 46 | 1700 | 721 | 14.6
met4 | 0.84 | 31 | 0 | 0.932
met3 | 6.3 | 232 | 4 | 2.91
## area by class of cell
type                            instances  area [um^2]  share of cell area, %
Inverter                               40          150                   4.70
Sequential cell                        32          801                   25.1
Multi-Input combinational cell        136         1670                   52.4
Tap cell                              108          135                   4.23
Clock inverter                          1         5.00                  0.157
Timing Repair Buffer                   36          358                   11.2
Clock buffer                            6         72.6                   2.27
## final timing paths
check,startpoint,to,slack [ns],cells past startpoint
hold reg to reg,reg_A.u4.uut.q,reg_A.u4.uut.q,0.66,1
max in group asynchronous,reset_n,reg_A.u1.uut.q,12.09,3
setup reg to reg,reg_B.u0.uut.q,reg_P.u14.uut.q,6.37,27
setup / recovery,reg_B.u0.uut.q,reg_P.u14.uut.q,6.37,27
min in group asynchronous,reset_n,reg_P.u11.uut.q,3.23,3
hold / removal,reg_A.u4.uut.q,reg_A.u4.uut.q,0.66,1
## cells by family (layout without fill, tap and decap cells)
group | after synthesis | in the layout | synth area share, %
AND/OR/NAND/NOR | 64 | 64 | 13.4
buffers and inverters | 59 | 83 | 10.7
adder cells (fa/ha/maj) | 56 | 56 | 38.3
flip-flops | 32 | 32 | 28.9
multiplexers | 16 | 16 | 8.67
## power breakdown
group          internal, uW  total, uW  leakage, uW  switching [uW]
Combinational           223        435      0.00110             212
Clock                  30.3       58.8    0.0000410            28.5
Sequential              118        131     0.000379            13.2
Total                   372        625      0.00152             254
## metrics by stage
step | util, % | std cells | hold slack [ns] | power [uW] | instance area (um^2)
6_report | 36.1 | 359 | 0.662 | 625 | 3190
5_1_grt | 36.1 | 359 | 0.709 | 756 | 3190
4_1_cts | 36.1 | 359 | 0.681 | 653 | 3190
3_5_place_dp | 35.2 | 352 | 0.666 | 589 | 3120
3_3_place_gp | 35.2 | 352 | 0.653 | 587 | 3120
2_1_floorplan | - | 227 | 0.550 | 496 | 2770
## cells in the final DEF, fill, tap and decap left out
cell	synthesis	final
clkbuf_8	0	5
clkbuf_1	0	1
ha_1	8	8
clkdlybuf4s50_1	0	35
clkinv_2	0	1
inv_1	40	40
buf_4	16	1
dfrtp_1	32	32
mux2_4	16	16
nand2_1	12	12
fa_1	48	48
and2_1	52	52
No activity file was given, so power comes from the tool's default toggle rates.
