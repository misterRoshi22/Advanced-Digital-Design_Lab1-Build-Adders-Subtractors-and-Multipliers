`config.mk`:
```
export PLATFORM = sky130hd
export DESIGN_NAME = accumulator
export DESIGN_NICKNAME = accumulator
export VERILOG_FILES = /design/flow/design.v
export SDC_FILE = /design/flow/constraint.sdc
export NUM_CORES = 4
export LEC_CHECK = 1
export CORE_AREA = 10 10 85 85
export DIE_AREA = 0 0 95 95
```
`constraint.sdc`:
```
current_design accumulator

set clk_period 6.2
set clk_io_pct 0.2

create_clock -name clk0 -period $clk_period [get_ports {clk}]

set non_clock_inputs [all_inputs -no_clocks]
set_input_delay [expr $clk_period * $clk_io_pct] -clock clk0 $non_clock_inputs
set_output_delay [expr $clk_period * $clk_io_pct] -clock clk0 [all_outputs]
```
`design.v`:
```
module accumulator(clk, reset_n, A, S, overflow, carry);
	input clk, reset_n;
	input [7:0] A;
	output [7:0] S;
	output overflow, carry;
	wire VCC, GND, write_en;
	wire V_in, V_out, Cout_in, Cout_out;
	wire [7:0] A_in, A_out, S_in, S_out;
	register A_reg(clk, reset_n, write_en, A_in, A_out);
	register S_reg(clk, reset_n, write_en, S_in, S_out);
	adder main_adder(S_out, A_out, GND, S_in, Cout_in);
	overflow_detection_unit odu(A_out, S_out, S_in, V_in);
	d_FF V_FF(clk, reset_n, write_en, V_in, V_out, );
	d_FF C_FF(clk, reset_n, write_en, Cout_in, Cout_out, );
	assign VCC = 1'b1;
	assign GND = 1'b0;
	assign write_en = VCC;
	assign A_in = A;
	assign overflow = V_out;
	assign carry = Cout_out;
	assign S = S_out;
endmodule  
module adder(A, B, Cin, S, Cout);
	input [7:0] A, B;
	input Cin;
	output [7:0] S;
	output Cout;
	wire [6:0] C;
	fa u0(A[0], B[0], Cin, S[0], C[0]);
	fa u1(A[1], B[1], C[0], S[1], C[1]);
	fa u2(A[2], B[2], C[1], S[2], C[2]);
	fa u3(A[3], B[3], C[2], S[3], C[3]);
	fa u4(A[4], B[4], C[3], S[4], C[4]);
	fa u5(A[5], B[5], C[4], S[5], C[5]);
	fa u6(A[6], B[6], C[5], S[6], C[6]);
	fa u7(A[7], B[7], C[6], S[7], Cout);
endmodule  
module d_FF(clk, reset_n, write_en, D, Q, Q_BAR);
	input clk, D;
	input reset_n, write_en;
	output Q, Q_BAR;
	wire D_BAR;
	jk_FF uut(clk, reset_n, write_en, D, D_BAR, Q, Q_BAR);
	not(D_BAR, D);
endmodule  
module fa(A, B, Cin, S, Cout);
	input A, B, Cin;
	output S, Cout;
	wire w0, w1, w2;
	xor(w0, A, B);
	xor(S, w0, Cin);
	and(w1, A, B);
	and(w2, w0, Cin);
	or(Cout, w1, w2);
endmodule  
module jk_FF(clk, reset_n, write_en, S, R, Q, Q_BAR);
	input clk;
	input reset_n, write_en;
	input S, R;
	output Q, Q_BAR;
   reg q;  
   always @ (posedge clk or posedge reset_n) begin
		if(reset_n) begin
			q <= 0;
		end
		else if(write_en) begin
			case ({S,R})  
				2'b00 :  q <= q;  
				2'b01 :  q <= 0;  
				2'b10 :  q <= 1;  
				2'b11 :  q <= ~q;  
			endcase 
		end
	end
	assign Q = q;
	assign Q_BAR = ~q;
endmodule  
module overflow_detection_unit(A, B, S, V);
	input [7:0] A, B, S; 
	output V;
	wire v0, v1;
	wire A_BAR, B_BAR, S_BAR;
	not(A_BAR,A[7]);
	not(B_BAR,B[7]);
	not(S_BAR,S[7]);
	and(v0, A[7], B[7], S_BAR);
	and(v1, A_BAR, B_BAR, S[7]);
	or(V, v0, v1);
endmodule  
module register(clk, reset_n, write_en, d, Q);
	input clk;
	input reset_n, write_en;
	input [7:0] d;
	output [7:0] Q;
	d_FF u0(clk, reset_n, write_en, d[0], Q[0],);
	d_FF u1(clk, reset_n, write_en, d[1], Q[1],);
	d_FF u2(clk, reset_n, write_en, d[2], Q[2],);
	d_FF u3(clk, reset_n, write_en, d[3], Q[3],);
	d_FF u4(clk, reset_n, write_en, d[4], Q[4],);
	d_FF u5(clk, reset_n, write_en, d[5], Q[5],);
	d_FF u6(clk, reset_n, write_en, d[6], Q[6],);
	d_FF u7(clk, reset_n, write_en, d[7], Q[7],);
endmodule  
```
`run.sh`:
```
#!/bin/bash
# OpenROAD 26Q1-2900-gdf79404cd8, Yosys 0.63+post, stock flow scripts
make -C /OpenROAD-flow-scripts/flow DESIGN_CONFIG=/design/flow/config.mk WORK_HOME=/design/flow/orfs finish
```
==> GITHUB_STEP_SUMMARY <==
### Yosys + OpenROAD results

| Metric | Value |
|---|---|
| Area grow syn2layout | `36.0%` |
| Log Warnings | `27` |
| CP Launch Type | `register` |
| Setup slack, reg-to-reg | `2390 ps` |
| Num rows | `27` |
| Mapped Cells | `43` |
| Antenna cells | `0` |
| CP Max Fanout | `2` |
| Die Ht | `95 um` |
| Minimum clock period after layout | `3810 ps` |
| Post-layout instance area | `987 um^2` |
| Worst Max-Slew Pin Slew | `673 ps` |
| Post-CTS Setup Bufs | `0` |
| Global-route wire length before repair | `1970 um` |
| Total Wirelength | `1230 um` |
| Final hold vios | `0` |
| Number of cells in Yosys stat | `43` |
| Share of cells above drive strength 1 | `7.02%` |
| Placed inst area | `946 um^2` |
| Port Buf Inserts | `19` |
| Core Area | `5470 um^2` |
| Yosys Chip Area | `726 um^2` |
| Cts bufs inserted | `3` |
| Top cells by area | `dfrtp_1, fa_1, buf_4` |
| Routed Antenna Nets | `0` |
| Rel. slew slack | `55.1%` |
| Die Width | `95 um` |
| Max-area cell share | `62.1%` |
| Placed cells | `126` |
| Register bit count reported by yosys | `18` |
| Vias after detailed routing | `315` |
| Synth Warn # | `1` |
| Cell area after synthesis | `726 um^2` |
| DRT iter0 DRCs | `4` |
| Leakage power | `0.423 nW` |
| Setup ws final | `2390 ps` |
| Post-synthesis sequential area ratio | `62.1%` |
| IO Pins | `20` |
| Crit end category | `register` |
| Crit path DRT | `6330 ps` |
| Most instantiated logic cells after routing | `clkdlybuf4s50_1, dfrtp_1, fa_1` |
| Largest net degree at the start of global routing | `19` |
| Synth area leader | `dfrtp_1` |
| HP Class | `register to register` |
| Crit Path Class | `register to register` |
| Max Clk Rate | `262 MHz` |
| Slew Viols, Final | `0` |
| DP HPWL | `1070 um` |
| CTS Hold Bufs | `0` |
| Maxcap violations | `0` |
| Overall Global Routing Usage | `2.96%` |
| Pwr Total | `399 uW` |
| Clock-pin slew on the worst setup and hold paths | `60 ps` |
| Synthesized area per cell | `16.9 um^2` |
| Post-cts resize count | `0` |
| CTS H-tree lvls | `1` |
| Detailed-router iteration count before antenna repair | `2` |
| Status | `finished, final reports clean` |
| Setup violators final | `0` |
| RSZ-0062 raised after global routing | `false` |
| Final Non-Filler Cells | `129` |
| Final Cycle Share | `61.5%` |
| DR vias/cell | `2.44` |
| Global route total overflow | `0` |
| CTS tree | `built` |
| Maximum vdd ir drop | `0.102 mV` |
| Deepest clock path buffer count | `2` |
| FP Util | `13.3%` |
| Wire length per cell | `9.52 um` |
| DRC Markers | `0` |
| Routability cong. | `0.747` |
| CTS root buffer | `clkbuf_8` |
| Arrival time worst endpoint | `3940 ps` |
| Initial antenna violation count | `0` |
| Chip footprint | `9030 um^2` |
| Synth cell types | `6` |
| Max Clock Skew | `3.19 ps` |
| Number of global-route vias before repair | `374` |
| Most frequent logic cell in the layout | `clkdlybuf4s50_1` |
| Post-place setup slack | `2360 ps` |
| Insertion Delay late pin | `240 ps` |
| Setup_tns | `0 ps` |
| PwrDens | `404 nW/um^2` |
| Clock sinks | `18` |
[critical path: stages (launching register included)]
cell     delay (ps)
dfrtp_1         380
ha_1            190
fa_1            380
fa_1            390
fa_1            390
fa_1            390
fa_1            380
fa_1            370
inv_1            80
fa_1            450
mux2_4          310
[per-layer routing]
metal | track usage (%) | part of all wire (%) | routed length [um] | up-vias
met5 | 0 | 0 | 0 | -
met4 | 0.125 | 0 | 0 | 0
met3 | 2.32 | 14 | 173 | 0
met2 | 4.69 | 49 | 601 | 13
met1 | 3.23 | 37 | 454 | 154
li1 | - | - | - | 148
[registers in the layout, summed over array words and instances, names as in the netlist]
| register | cells |
|---|---|
| A_reg.u1.uut.q | 1 |
| A_reg.u0.uut.q | 1 |
| S_reg.u1.uut.q | 1 |
| S_reg.u7.uut.q | 1 |
| A_reg.u4.uut.q | 1 |
| V_FF.uut.q | 1 |
| A_reg.u2.uut.q | 1 |
| S_reg.u4.uut.q | 1 |
| S_reg.u3.uut.q | 1 |
| S_reg.u5.uut.q | 1 |
| S_reg.u0.uut.q | 1 |
| C_FF.uut.q | 1 |
| S_reg.u2.uut.q | 1 |
| A_reg.u7.uut.q | 1 |
| A_reg.u5.uut.q | 1 |
| S_reg.u6.uut.q | 1 |
| A_reg.u6.uut.q | 1 |
| A_reg.u3.uut.q | 1 |
[power breakdown]
group,internal [mW],switching (mW),total (mW)
combinational,0.0972,0.0459,0.143
clock,0.0430,0.0337,0.0767
sequential,0.156,0.0235,0.179
[area by class of cell]
cell class                      instances  area [um^2]
Tap cell                               72         90.1
Fill cell                             595         4490
Clock buffer                            3         41.3
Multi-Input combinational cell         11          193
Inverter                                6         22.5
Sequential cell                        18          450
Timing Repair Buffer                   19          190
[worst paths after layout]
| kind | cells past startpoint | end | from |
|---|---|---|---|
| max in group asynchronous | 2 | S_reg.u0.uut.q | reset_n |
| min in group asynchronous | 2 | V_FF.uut.q | reset_n |
| worst min-delay path | 1 | S_reg.u0.uut.q | A_reg.u0.uut.q |
| worst min register to register | 1 | S_reg.u0.uut.q | A_reg.u0.uut.q |
| worst max-delay path | 10 | V_FF.uut.q | S_reg.u0.uut.q |
| worst max register to register | 10 | V_FF.uut.q | S_reg.u0.uut.q |
[kinds of logic (layout without fill, tap and decap cells)]
family     after synthesis  after routing  synth area share, %
flops                   18             18                 62.1
buf+inv                 14             28                 11.4
mux                      1              1                 2.07
fa+ha+maj               10             10                 24.5
[metrics by stage]
step	util, %	hold WS, ps
2_1_floorplan	-	456
3_3_place_gp	17.3	465
3_5_place_dp	17.3	471
4_1_cts	18.0	486
5_1_grt	18.0	502
6_report	18.0	483
[cells in the mapped netlist]
master,number
inv_1,6
mux2_4,1
ha_1,3
buf_4,8
fa_1,7
dfrtp_1,18
No activity file was given, so power comes from the tool's default toggle rates.
